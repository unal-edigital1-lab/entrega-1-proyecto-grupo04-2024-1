## /design/flow/config.mk

```make
export PLATFORM = sky130hd
export DESIGN_NAME = display_7seg_4digitos
export DESIGN_NICKNAME = display_7seg_4digitos
export VERILOG_FILES = /design/flow/design.v
export SDC_FILE = /design/flow/constraint.sdc
export NUM_CORES = 4
export LEC_CHECK = 1
export CORE_UTILIZATION = 30
```

## /design/flow/constraint.sdc

```tcl
current_design display_7seg_4digitos

set clk_period 3.0
set clk_io_pct 0.2

create_clock -name clk0 -period $clk_period [get_ports {clk}]

set non_clock_inputs [all_inputs -no_clocks]
set_input_delay [expr $clk_period * $clk_io_pct] -clock clk0 $non_clock_inputs
set_output_delay [expr $clk_period * $clk_io_pct] -clock clk0 [all_outputs]
```

## /design/flow/design.v

```verilog
module display_7seg_4digitos(
    input wire clk,
    input wire reset,
    input wire [3:0] digit_0,
    input wire [3:0] digit_1,
    input wire [3:0] digit_2,
    input wire [3:0] digit_3,
    input wire [3:0] digit_4,
    output reg [6:0] seg_0,
    output reg [4:0] an
);
reg [19:0] counter_7seg;
function [6:0] seven_seg;
    input [3:0] digit;
    begin
        case(digit)
            4'h0: seven_seg = 7'b1000000;  
            4'h1: seven_seg = 7'b1111001;  
            4'h2: seven_seg = 7'b0100100;  
            4'h3: seven_seg = 7'b0110000;  
            4'h4: seven_seg = 7'b0011001;  
            4'h5: seven_seg = 7'b0010010;  
            4'h6: seven_seg = 7'b0000010;  
            4'h7: seven_seg = 7'b1111000;  
            4'h8: seven_seg = 7'b0000000;  
            4'h9: seven_seg = 7'b0010000;  
            default: seven_seg = 7'b1111111;  
        endcase
    end
endfunction
always @(posedge clk or negedge reset) begin
    if (!reset) begin
        counter_7seg <= 0;
        seg_0 <= 7'b1111111;  
        an <= 5'b11111;  
    end else begin
        counter_7seg <= counter_7seg + 1;
        case(counter_7seg[19:17])
            3'b000: begin
                an <= 5'b11110;  
                seg_0 <= seven_seg(digit_0);
            end
            3'b001: begin
                an <= 5'b11101;  
                seg_0 <= seven_seg(digit_1);
            end
            3'b010: begin
                an <= 5'b11011;  
                seg_0 <= seven_seg(digit_2);
            end
            3'b011: begin
                an <= 5'b10111;  
                seg_0 <= seven_seg(digit_3);
            end
            3'b100: begin
                an <= 5'b01111;  
                seg_0 <= seven_seg(digit_4);
            end
        endcase
    end
end
endmodule
```

## /design/flow/run.sh

```bash
#!/bin/bash
# OpenROAD 26Q1-2900-gdf79404cd8, Yosys 0.63+post, stock flow scripts
make -C /OpenROAD-flow-scripts/flow DESIGN_CONFIG=/design/flow/config.mk WORK_HOME=/design/flow/orfs finish
```

==> impl_metrics.ini <==
; flow metrics
[setup_path]
r2r_cells = 4
rr_startpoint = counter_7seg[18]
critPathKind = in -> reg
crit_chain = clkdlybuf4s50_1 -> inv_1 -> ha_1 -> and2b_1 -> a211oi_2 -> o221ai_2 -> o32a_1
cpPeakStageDelay_ps = 560
cpLargestDelayFamily = AND-OR/OR-AND gates
crit_path_top_delay_cell = clkdlybuf4s50_1
cp.depth = 7
end_kind = flop
r2r_setup_slack_ps = 1240
startpoint = digit_2[1]
cp_data_required_time_ps = 3210
rr_endpoint = seg_0[6]
path_max_fanout = 5
cp.buffers_inverters = 2
cp-endpoint = seg_0[3]
crit_arrival_ps = 2480
critPathLaunchType = primary input

[sta]
hold_viol = 0
max_freq_ghz = 0.441
maxSlewHeadroom = 0.622
final.setup.tns_ps = 0
setup_slack_ps = 732
finalCritPeriodShare = 0.756
fin_worst_skew_ps = 6.51
tightest_slew_ps = 567
rsz0062_at_grt = no
setup-violations-final = 0
holdWs_ps = 464
layout_min_cycle_time_ps = 2270
slew_viol_final = 0

[logic_synthesis]
logic_family = AND-OR/OR-AND gates
synth.distinct_cells = 54
xor_share = 0.0664
yosysSeqAreaShare = 0.326
edf_count = 0
synthMuxAreaShare = 0.00399
synth_flop_count = 32
synth.avg_cell_area_sq_um = 9.49
ff_type = dfrtp_1
syn_area_sq_um = 2510
syn-instance-count = 264
async_flop_share = 1.00
yosysChipArea_sq_um = 2510
ys_cells = 264
ys_warn_count = 1
ys_sh_adder = 0.150
simple_gate_area_frac = 0.179
aoi_share = 0.211

[global_route]
grt_max_degree = 33
grt_usage = 0.132
grt_pass1_vias = 1861
grt_pass1_wl_mm = 8.96
antenna_found_initial = 0
grt.overflow.total = 0

[floorplanning]
core_sq_um = 7890
io_pins = 34
dieArea_sq_um = 8720
initial_utilization = 0.318
dieHeight_um = 93.4
die_w_um = 93.4
rows = 32

[routing]
detail_route.wirelength_mm = 5.34
drt_iter0_drc = 42
vias = 1972
detail-route-antenna-nets = 0
vias_per_cell = 4.98
drc = 0
wl_per_cell_um = 13.5
dr.pass1.iters = 4
n_antenna_cell = 0

[power]
peakVddDrop_uv = 222
combPwrFrac = 0.161
leakagePower_nw = 1.28
intPower_mw = 0.776
p_per_area_nw_per_um2 = 346
power.total_mw = 1.04
power.share.sequential = 0.436
clockPowerShare = 0.404
switching_share = 0.252
switchingPower_mw = 0.262

[layout]
layout-drive-gt1-share = 0.129
fin_area_sq_um = 3000
syn2layout_area_growth_pct = 19.5
final_util = 0.380
stdcell_count = 396

[outcome]
status = complete, no violations

[cts]
cts-htree-levels = 2
cts_buffers = 5
clk_latency_ps = 280
cts_tree = done
post_cts_buffers = 0
cts_resized = 0
hold_buffers = 0
clock-sinks = 32
clkTransAtPathRegs_ps = 70
root_buffer = clkbuf_8
cts_buffer_depth = 2

[place]
place.gp.congestion = 0.851
placed_cell_area_sq_um = 2880
io_buffers = 33
place_inst = 388
place_hpwl_mm = 3.99
dp_slack_ps = 436

[hold_path]
hp-class = reg -> reg

[job]
max-cap-violations = 0
warning_count = 49
-- worst min path at each step --
stage	from	end	slack (ps)	cells after the start
finish	counter_7seg[16]	counter_7seg[16]	460	1
global route	counter_7seg[10]	counter_7seg[10]	500	1
CTS	counter_7seg[16]	counter_7seg[16]	470	1
-- registers in the layout, summed over array words and instances (netlist names) --
name,flops
seg_0,7
an,5
counter_7seg,20
-- layout by cell type (no fill, tap or decap), types with 3 or more instances in the layout --
cell type,Yosys,layout
nor2b_1,9,9
o221ai_1,5,5
nand2b_1,9,9
nand3b_1,3,3
ha_1,30,30
dfrtp_1,20,20
inv_1,20,20
o22ai_1,6,6
clkdlybuf4s50_1,0,33
nor3_1,3,3
xor2_1,6,6
nand4_1,4,4
o32a_1,4,4
dfstp_2,12,12
xnor2_1,13,13
clkbuf_8,3,5
o21ai_0,6,6
nand2_1,16,16
o21a_1,3,3
a211oi_1,7,7
nand3_1,8,8
a21oi_1,23,23
nor2_1,10,10
-- cell type report --
cell class	count	area, sq um
clock inverters	3	42.5
well taps	102	128
inverters	20	75.1
fillers	754	4890
repair buffers	34	338
multi-input cells	200	1530
clock buffers	5	68.8
flip-flops and latches	32	816
-- synth_stat cells (4+ instances only) --
cell       n  area (sq um)
xnor2_1   13           114
dfrtp_1   20           500
nand3_1    8          40.0
a211oi_1   7          52.6
nand4_1    4          25.0
dfstp_2   12           315
inv_1     20          75.1
clkbuf_1   4          15.0
nand2_1   16          60.1
o32a_1     4          40.0
nor2b_1    9          56.3
o221ai_1   5          43.8
o22ai_1    6          37.5
o21ai_0    6          30.0
xor2_1     6          52.6
buf_2      4          20.0
nand2b_1   9          56.3
a21oi_1   23           115
nor2_1    10          37.5
ha_1      30           375
-- power groups by stage --
stage,clock network (mW),logic [mW],registers [mW]
4_1_cts,0.430,0.168,0.452
5_1_grt,0.447,0.188,0.453
6_report,0.419,0.167,0.452
-- logic make-up (layout without fill, tap and decap cells) --
family	after synthesis	count (layout)
adder cells (fa/ha/maj)	30	30
XOR/XNOR	19	19
multiplexers	1	1
AND-OR/OR-AND	73	73
buffers and inverters	32	62
flip-flops	32	32
AND/OR/NAND/NOR	77	77
-- routing by layer --
layer	vias to the layer above	track usage	wire, um
met2	41	0.212	2440
met3	4	0.0256	303
met5	-	0	0
met1	926	0.194	2570
li1	1001	-	-
met4	0	0.0128	28
Power and IR drop assume default switching activity.
