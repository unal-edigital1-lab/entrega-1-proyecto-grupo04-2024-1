--- design/flow/constraint.sdc ---
current_design i2c_master2

set clk_period 3.8
set clk_io_pct 0.2

create_clock -name clk0 -period $clk_period [get_ports {clk}]

set non_clock_inputs [all_inputs -no_clocks]
set_input_delay [expr $clk_period * $clk_io_pct] -clock clk0 $non_clock_inputs
set_output_delay [expr $clk_period * $clk_io_pct] -clock clk0 [all_outputs]
--- design/flow/run.sh ---
#!/bin/bash
# OpenROAD 26Q1-2900-gdf79404cd8, Yosys 0.63+post, stock flow scripts
make -C /OpenROAD-flow-scripts/flow DESIGN_CONFIG=/design/flow/config.mk WORK_HOME=/design/flow/orfs finish
--- design/flow/design.v ---
`timescale 1ns/1ps   
module i2c_master2 (
    input rst,  
    input clk,  
    input rw,  
    input scl_enable,  
    input [6:0] i2c_address,  
    input [7:0] i2c_data_in,  
    output reg sda_out_m,  
    output reg scl_out_m,  
    output reg addr_ack,  
    output reg data_ack,  
    input [7:0] i2c_wData,  
    output reg [7:0] i2c_rData  
);
parameter I2C_START = 3'b000; 
parameter I2C_IDLE = 3'b001;
parameter I2C_CLOCK_LOW = 3'b010;
parameter I2C_CLOCK_HIGH = 3'b011;
parameter I2C_STOP = 3'b100;
parameter I2C_DATA_SHIFT = 3'b101;
parameter I2C_ACK_CHECK = 3'b110;  
parameter I2C_READ = 3'b111;  
reg [2:0] state_M;  
reg [4:0] bit_count; 
reg [17:0] i2c_shift_reg;
reg [7:0] shift_reg;
reg sda_in_m; 
parameter TCS3502_ADDR = 7'h29;  
parameter REG_ENABLE = 8'h00;    
parameter REG_CLEAR = 8'h14;     
always @(posedge clk or negedge rst) begin
    if(~rst) begin
        sda_out_m <= 1'b1;
        scl_out_m <= 1'b1;
        bit_count <= 0;
        i2c_rData <= 8'h00;
        state_M <= I2C_IDLE;
    end else begin
        case(state_M)
            I2C_IDLE: begin
                if (scl_enable) begin
                    state_M <= I2C_START;
                end
            end
            I2C_START: begin
                sda_out_m <= 1'b0;  
                scl_out_m <= 1'b1;
                state_M <= I2C_CLOCK_LOW;
                i2c_shift_reg <= {TCS3502_ADDR, rw};  
            end
            I2C_CLOCK_LOW: begin
                scl_out_m 
                <= 1'b0;
                sda_out_m <= i2c_shift_reg[17];  
                i2c_shift_reg <= i2c_shift_reg << 1;
                state_M <= I2C_CLOCK_HIGH;
            end
            I2C_CLOCK_HIGH: begin
                scl_out_m <= 1'b1;
                bit_count <= bit_count + 1;
                if (bit_count == 8) begin
                    state_M <= I2C_ACK_CHECK;  
                end else if (bit_count == 16) begin
                    state_M <= (rw == 1) ? I2C_READ : I2C_STOP;  
                end else begin
                    state_M <= I2C_CLOCK_LOW;
                end
            end
            I2C_ACK_CHECK: begin
                if (sda_in_m == 0) begin
                    addr_ack <= 1'b1;  
                end else begin
                    addr_ack <= 1'b0;  
                end
                state_M <= I2C_CLOCK_LOW;
            end
            I2C_READ: begin
                scl_out_m <= 1'b0;
                sda_in_m <= 1'bz;  
                state_M <= I2C_CLOCK_HIGH;
            end
            I2C_STOP: begin
                sda_out_m <= 1'b1;  
                scl_out_m <= 1'b1;
                state_M <= I2C_IDLE;
            end
            default: state_M <= I2C_IDLE;
        endcase
    end
end
endmodule
--- design/flow/config.mk ---
export PLATFORM = sky130hd
export DESIGN_NAME = i2c_master2
export DESIGN_NICKNAME = i2c_master2
export VERILOG_FILES = /design/flow/design.v
export SDC_FILE = /design/flow/constraint.sdc
export NUM_CORES = 4
export LEC_CHECK = 1
export CORE_UTILIZATION = 30
==> impl_metrics.ini <==
; synthesis and place-and-route metrics
[outcome]
status = complete, no violations

[place]
port_buffers = 5
dp_hpwl_um = 1060
dpl_cell_area_um2 = 1370
place.gp.congestion = 0.740
dpl.cell_count = 148

[yosys]
enable_flop_cells = 18
top_cells_by_count = edfxtp_1, and2_1, dfrtp_1
syn_avg_cell_area_um2 = 13.6
yosys.stat.chipArea_um2 = 1310
ys.flops = 32
ys_seq_share_pct = 68.5
yosys.area.top_type_share_pct = 41.4
top_cell = edfxtp_1
synthCells = 96
ys_cells = 96
ff_type = edfxtp_1
syn-cell-area_um2 = 1310
synth.area.top_cells = edfxtp_1, dfrtp_1, and2_1
async_flop_share_pct = 43.8
ys_warn_count = 3
yosysUniqueCellTypes = 26
yosys.area.top_type = edfxtp_1

[global_route]
grt-ovfl-total = 0
grt_pass1_vias = 602
grt_start_max_net_pins = 22
use_met2_pct = 10.9
met3_usage_pct = 3.04
met1_usage_pct = 13.5
grt_pass1_wl_um = 2750
antenna_found_initial = 0
grt_busiest_layer = met1
grtUsageTotal_pct = 8.24

[power_and_ir_drop]
clkPwrFrac_pct = 26.9
pwr-share-comb_pct = 17.9
p_switching_mw = 0.270
total_power_mw = 1.02
p_seq_share_pct = 55.3
intPower_mw = 0.751
peakVddDrop_mv = 0.337
power_density_nw_per_um2 = 693
swShare_pct = 26.4
leakagePower_nw = 0.602

[worst_setup_path]
critPathTopFamily = buffers and inverters
r2r-end = i2c_shift_reg[4]
path_class = in -> reg
worstPathRequired_ns = 3.76
crit_path_max_fanout = 18
ff2ff_path_depth = 3
worstPathArrival_ns = 2.09
crit_path_end_kind = flop
rrSetupSlack_ns = 2.31
cp_slowest_stage_delay_ns = 0.86
startpoint_type = input pin
cp_cell_sequence = clkdlybuf4s50_1 > nor2b_1 > buf_4
worst_path_max_delay_cell = clkdlybuf4s50_1
crit_buf_inv = 2
rr_startpoint = state_M[3]

[floorplan]
die_area_um2 = 4620
chipWidth_um = 68.0
core-area_um2 = 4090
row_count = 23
ios = 39
fp_util_pct = 32.0
die-height_um = 68.0

[clock_network]
cts_sinks = 32
cts_max_level = 2
cts.clk_slew.worst_paths_ns = 0.06
clk_latency_ns = 0.27
cts_buffer_depth = 2
ctsResizeCount = 0
cts_root_buffer = clkbuf_8
cts_setup_buffers = 0
cts_made_buffers = 5
holdBufCountCts = 0
cts_tree = done

[route]
wl_per_cell_um = 10.6
totalWireLength_um = 1660
viasPerCell = 4.20
first_iter_violations = 14
remaining_drc_errors = 0
ant_nets = 0
num_vias = 655
insertedDiodeCount = 0
dr.pass1.iters = 2

[final_timing]
worstMarginPinSlew_ns = 0.619
rsz0062_at_grt = false
drv_slew = 0
maxSlewHeadroom_pct = 58.6
hold_viol = 0
clock_skew_ns = 0.00703
fin_crit_ns = 2.13
fin_crit_sh_pct = 56.0
setup_violations = 0
final.setup.tns_ns = 0
fmax_mhz = 470

[cells_and_area]
post-route-util_pct = 36.0
area_delta_synth_final_pct = 12.7
drive_above_1_share_pct = 11.3
largest_register_ffs = 18
fin_cells = 156
final_cell_area_um2 = 1470

[min_path]
min_to = state_M[3]
whs_path_depth = 1
hold_start = state_M[4]
hold_path_class = reg -> reg

[run]
warning_count = 49
drv_cap = 0
==> cell usage in the layout, fill, tap and decap left out, types with 2 or more instances in the layout <==
master and instances:
clkdlybuf4s50_1 5, xor2_1 2, o21ai_0 2, dfstp_2 3, and2_1 15, edfxtp_1 18
conb_1 10, xnor2_1 3, nand2b_1 3, ha_1 2, nor2_1 2, nand3b_1 2
nor4_1 2, clkbuf_8 7, inv_1 6, nand4_1 2, nand2_1 2, dfrtp_1 11
==> worst max path at each step <==
stage / to / startpoint / depth (start not counted)
4_1_cts: i2c_shift_reg[5] / rst / 3
5_1_grt: i2c_shift_reg[4] / rst / 3
6_report: i2c_shift_reg[4] / rst / 3
==> power by group through the flow <==
stage | registers (mW) | clock network, mW | logic, mW
6_report | 0.564 | 0.274 | 0.183
5_1_grt | 0.580 | 0.298 | 0.208
4_1_cts | 0.565 | 0.281 | 0.186
==> per-layer routing <==
layer	share of wire (%)	wire length, µm	vias to the layer above
li1	-	-	317
met3	5.2	86	5
met2	43	720	11
met1	49	817	322
met5	0	0	-
met4	1.9	31	0
==> area by class of cell <==
| cell class | instances | area, µm² |
|---|---|---|
| well taps | 50 | 62.6 |
| inverters | 6 | 22.5 |
| repair buffers | 6 | 57.6 |
| clock buffers | 8 | 100 |
| multi-input cells | 54 | 335 |
| fillers | 408 | 2610 |
| flip-flops and latches | 32 | 895 |
==> through the flow <==
stage / setup WS, ns / hold WS (ns)
6_report: 1.67 / 0.453
3_3_place_gp: 1.37 / 0.427
4_1_cts: 1.65 / 0.451
2_1_floorplan: 1.80 / 0.417
5_1_grt: 1.52 / 0.470
3_5_place_dp: 1.36 / 0.437
==> kinds of logic after synthesis <==
group                      synth area share, %
other                                    0.287
DFF                                       68.5
xor gates and xnor gates                  3.35
AOI/OAI and AO/OA                         2.78
adders and majority gates                 1.92
buffers and inverters                     8.43
and+or+nand+nor                           14.8
Power figures rest on the tool's default switching activity, not on a simulated workload.
