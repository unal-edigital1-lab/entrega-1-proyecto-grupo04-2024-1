`flow/run.sh`:
```
#!/bin/bash
# OpenROAD 26Q1-2900-gdf79404cd8, Yosys 0.63+post, stock flow scripts
make -C /OpenROAD-flow-scripts/flow DESIGN_CONFIG=/design/flow/config.mk WORK_HOME=/design/flow/orfs finish
```
`flow/config.mk`:
```
export PLATFORM = sky130hd
export DESIGN_NAME = ultrasonido
export DESIGN_NICKNAME = ultrasonido
export VERILOG_FILES = /design/flow/design.v
export SDC_FILE = /design/flow/constraint.sdc
export NUM_CORES = 4
export LEC_CHECK = 1
export CORE_UTILIZATION = 50
```
`flow/constraint.sdc`:
```
current_design ultrasonido

set clk_period 18.1
set clk_io_pct 0.2

create_clock -name clk0 -period $clk_period [get_ports {clk}]

set non_clock_inputs [all_inputs -no_clocks]
set_input_delay [expr $clk_period * $clk_io_pct] -clock clk0 $non_clock_inputs
set_output_delay [expr $clk_period * $clk_io_pct] -clock clk0 [all_outputs]
```
`flow/design.v`:
```
module ultrasonido(
    input clk,
    output trigger,
    input echo,
    input reset,
    output state
);
 reg [25:0] count;
 reg n_trigger;
 reg old_echo;
 reg [32:0] count_out;
 reg [32:0] echo_count;
 reg [32:0] status;
 initial begin
    count = 25'b0;
    n_trigger = 1'b0;
    old_echo = 1'b0;
    count_out = 33'b0;
    echo_count = 33'b0;
    status = 33'b0;
 end
 always @(posedge clk) begin
    if(!reset)begin 
      count_out <= 0;
      count <=0;
      echo_count <= 0;
      old_echo <= 0;
      n_trigger <=0;
      end else begin
      count = count + 1;
      n_trigger = ~&(count[24:10]);
    if (~&(count[24:11])) begin
        if (n_trigger) begin
            if (echo == 1) begin
                echo_count = echo_count + 1;
            end
            if ((old_echo == 1) && (echo == 0)) begin
                count_out = echo_count;
                echo_count = 0;
            end
        end
    end
    if (count_out > 33'd15000) begin
        status = status << 1;
        status[0] = 1;
    end else begin
        status = status << 1;
        status[0] = 0;
    end
    old_echo = echo;
 end
 end
 assign trigger = n_trigger;
 assign state = |status;
 endmodule
```
==> run summary <==
run results: skew final=0.00648 ns, wire length on met3=507 um, Max Used Layer=met4, main area contributors after synthesis=dfxtp_1 (30%), edfxtp_1 (16%), nor2_1 (5.4%), xor2_1 (5.1%), xnor2_1 (4.1%), Synth mux share=1.65%, starting DRC count in detailed routing=319, Final min period=6.00 ns, drt wl/cell=16.9 um, Hold Crit Start=status[3]$_DFFE_PP_, crit path DAT=6.12 ns, WP data required=18.23 ns, slew margin rel.=51.5%, GRT Util Overall=23.3%, type of the worst setup path=input pin to register, PD cells=96.5 mW/mm^2, Reg clk slew, reported paths=0.05 ns, chip height=113 um, first-pass GRT wire length=22500 um, reg2reg start=count[2]$_SDFF_PN0_, final cell count without fillers=799, Die ar.=0.0127 sq mm, Worst VDD drop=0.0624 mV, Residual DRC=0, cell area after synthesis=0.00613 sq mm, Core Footprint=0.0120 sq mm, initial antenna violation count=0, Max Root-Sink Buffers=2, clk latency late pin=0.41 ns, syn avg cell area=9.29 sq um, Synth-to-Final Area Change=9.98%, prevailing logic family in the synthesized netlist=simple AND/OR/NAND/NOR gates, yosys stat cell total=660, number of CTS-inserted buffers=17, setup TNS=0 ns, CTS tree=done, yosys stat area=0.00613 sq mm, count of library flops with an enable pin=33, critical path capture point type=register, met2 wire len=6080 um, area share, top type=30.4%, placed inst area=0.00616 sq mm, Pleak=2.08 nW, clock tree sinks=126, Adder-Cell Fraction of Synth Area=0.408%, Unique cell types=58, Die W=113 um, Commonest flop=dfxtp_1, Design Area, Final=0.00674 sq mm, Worst Hold Class=register to register, worst-margin pin slew=0.722 ns, period utilization=33.1%, # hold bufs at CTS=0, vias in the first global route=4402, reg2reg end=echo_count[7]$_SDFFE_PN0P_, Critical Path Fanout Max=10, drt via density=5.85, hpwl dp=8830 um, hold endpoint=status[4]$_DFFE_PP_, IO Pins=5, RSZ-0062 raised after global routing=false, total grt overflow=0, 1st-pass router iterations=4, aoi share=13.9%, number of setup buffers added after CTS=0, routed via count=4675, PortBufs=4, final total power=0.650 mW, Fin. Hold Viols=0, crit path launch type=input pin, antenna-violating nets left=0, CTS root buf=clkbuf_16, Hold Path Stages=0, Warnings, synthesis=1, max-slew violation count=0, status=complete, no violations, FFs w/ async S/R, synth=0%, Worst R2R Setup Slack=14.33 ns, pin count of the biggest net entering global routing=58, Basic Gates by Area=23.9%, floorplan utilization=51.2%, R2R cell count=8, post-CTS sizing=0, layout cells sized above 1=10.4%, Seq share, synth=46.5%, Cells after Synth=660, Max Freq=0.167 GHz, Tool Warnings=25, final setup fails=0, Detailed Route WL=13500 um, diode count=0, routability congestion estimate=0.901, Final Util=56.4%, XOR/XNOR Fraction of Synth Area=9.29%, met1 wire length=6780 um, leading area contributor after synthesis=dfxtp_1, Rows=40, htree depth=4, Max Cap Viol=0, FF+latch count, synth=126, placed insts=767
[per-stage QoR]
stage / setup WS, ns / hold slack (ns)
6_report: 12.11 / 0.447
2_1_floorplan: 12.36 / 0.417
5_1_grt: 11.92 / 0.457
3_5_place_dp: 11.72 / 0.433
3_3_place_gp: 11.75 / 0.434
4_1_cts: 12.12 / 0.449
[cell usage after synthesis (2+ instances only)]
cell type and number:
a2111oi_0 2, a211o_1 2, a211oi_1 27, a21oi_1 12
a21oi_2 15, a22oi_1 2, a41oi_1 2, and2_1 7
and3_1 5, and4_1 6, buf_1 3, buf_2 13
buf_6 3, clkbuf_1 30, dfxtp_1 93, edfxtp_1 33
ha_1 2, inv_1 9, mux2i_1 9, nand2_1 34
nand3_1 26, nand4_1 30, nor2_1 88, nor3_1 10
nor4_1 25, o21a_1 2, o21ai_0 19, o311ai_0 3
o31a_1 2, o31ai_1 20, or2_2 5, or3_1 22
or4_1 10, or4_4 2, xnor2_1 29, xor2_1 36
[report_power, final]
part	internal [mW]	switching [mW]	total, mW	leakage [nW]
Clock	0.203	0.125	0.328	0.269
Sequential	0.299	0.00553	0.304	1.07
Combinational	0.00652	0.0122	0.0187	0.732
[placed cells by master, fill, tap and decap left out, types with 4 or more instances in the layout]
| cell type | instances |
|---|---|
| dfxtp_1 | 93 |
| nor2_1 | 88 |
| xor2_1 | 36 |
| nand2_1 | 34 |
| edfxtp_1 | 33 |
| nand4_1 | 30 |
| xnor2_1 | 29 |
| a211oi_1 | 27 |
| nand3_1 | 26 |
| nor4_1 | 25 |
| or3_1 | 22 |
| o31ai_1 | 20 |
| o21ai_0 | 19 |
| clkbuf_16 | 17 |
| a21oi_2 | 15 |
| a21oi_1 | 12 |
| or4_1 | 10 |
| nor3_1 | 10 |
| mux2i_1 | 9 |
| inv_1 | 8 |
| and2_1 | 7 |
| and4_1 | 6 |
| buf_4 | 6 |
| or2_2 | 5 |
| and3_1 | 5 |
| clkinv_4 | 5 |
| clkinvlp_4 | 4 |
[cell type report]
class | count | area (sq um)
Timing Repair Buffer | 10 | 80.1
Inverter | 9 | 33.8
Tap cell | 147 | 184
Multi-Input combinational cell | 475 | 3010
Clock buffer | 19 | 433
Clock inverter | 13 | 144
Sequential cell | 126 | 2850
Fill cell | 1051 | 5220
[cells by family after synthesis]
group                      after synthesis
and+or+nand+nor                        280
DFF                                    126
AOI/OAI and AO/OA                      118
xor gates and xnor gates                65
buffers and inverters                   59
muxes                                   10
adders and majority gates                2
[sequential cells by signal, summed over array words and instances (netlist names)]
name,flops
n_trigger,1
echo_count,33
count,25
status,33
old_echo,1
count_out,33
[worst max path at each step]
stage                 from             endpoint  slack (ns)
final                 echo  status[0]$_DFFE_PP_       12.11
after global routing  echo  status[0]$_DFFE_PP_       11.92
after CTS             echo  status[0]$_DFFE_PP_       12.12
[critical path: stages]
cell	delay, ns
clkdlybuf4s50_1	0.66
nand3_1	0.23
nor4_1	0.60
nand3_1	0.24
mux2i_1	0.19
o21ai_0	0.14
nor4_1	0.29
a41oi_1	0.14
[routing by layer]
metal	GRT usage, %	up-vias
li1	-	2383
met1	37.3	2201
met2	35.0	79
met3	4.37	12
met4	3.73	0
met5	0	-
No activity file was given, so power comes from the tool's default toggle rates.
